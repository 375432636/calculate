## flow/design.v

```verilog
module spi_slave(
    input wire master_clk,           
    input wire master_chip_select,   
    input wire master_data,          
    output reg [47:0] data_in  
);
    always @(posedge master_clk) begin
        if (master_chip_select) begin
            data_in <= {data_in[46:0], master_data};  
        end
    end
endmodule
```

## flow/run.sh

```bash
#!/bin/bash
# OpenROAD 26Q1-2900-gdf79404cd8, Yosys 0.63+post, stock flow scripts
make -C /OpenROAD-flow-scripts/flow DESIGN_CONFIG=/design/flow/config.mk WORK_HOME=/design/flow/orfs finish
```

## flow/config.mk

```make
export PLATFORM = sky130hd
export DESIGN_NAME = spi_slave
export DESIGN_NICKNAME = spi_slave
export VERILOG_FILES = /design/flow/design.v
export SDC_FILE = /design/flow/constraint.sdc
export NUM_CORES = 4
export LEC_CHECK = 1
export CORE_UTILIZATION = 40
```

## flow/constraint.sdc

```tcl
current_design spi_slave

set clk_period 1.0
set clk_io_pct 0.2

create_clock -name clk0 -period $clk_period [get_ports {master_clk}]

set non_clock_inputs [all_inputs -no_clocks]
set_input_delay [expr $clk_period * $clk_io_pct] -clock clk0 $non_clock_inputs
set_output_delay [expr $clk_period * $clk_io_pct] -clock clk0 [all_outputs]
```

==> results_slide.txt <==
Key Metrics from the Run

Final timing
  • Final hold violation count: 0
  • Max frequency: roughly 890 MHz
  • Setup WS post-layout: -119 ps
  • Fin crit period: 1120 ps
  • Final period utilization: 112%
  • Slew headroom: 90.5%
  • RSZ-0062 raised after global routing: yes
  • Final Max Tran Viols: 0
  • Slew @ Worst Pin: 143 ps
  • TNS Setup: -3500 ps
  • Final setup violation count: 48
  • Clock skew: 17.5 ps

Synthesis
  • Post-synth area from yosys stat: 0.00144 mm²
  • Register share after synthesis: 100%
  • FF+latch count, synth: 48
  • Main area contributors: edfxtp_1 100%
  • Cell count after synthesis: 48
  • Mean post-synth cell area: between 30 and 40 µm²
  • Synth cell types: 1
  • Yosys synthesis warning count: 1
  • Post-synth top area cell: edfxtp_1
  • Netlist Area Pre-Place: 0.00144 mm²
  • Yosys cell count: about 48
  • Synth top area share: 100%

Die
  • I/O pins: 51
  • Die area: about 0.0038 mm²
  • FP Rows: 21
  • Chip width: between 60 and 70 µm
  • Core Area: 0.00339 mm²
  • Die span in y: 62.0 µm
  • Fp_density: between 40% and 50%

Place
  • GPL Wtd Cong: 0.650
  • Dpl cell area: 0.00206 mm²
  • Post-placement setup slack: -16.5 ps
  • Post-DP HPWL: 1290 µm
  • Input/output buffers: approximately 50

Critical path
  • Maximum fanout along the worst path: 2
  • Critical-path top delay cell: edfxtp_1
  • Crit-path max cell delay: between 400 and 500 ps
  • Crit start category: flip-flop
  • Critical path, cell by cell: buf_2
  • R2R setup slack: 120 ps
  • Critical path's top delay family: flip-flops
  • Bufs and invs on worst path: 1
  • Crit path kind: reg2out
  • Critical path data arrival time: 920 ps
  • Crit end category: output pin
  • Worst Path Required: 800 ps

Clock network
  • CTS tree: yes
  • Root buffer cell: clkbuf_4
  • Cts bufs inserted: 5
  • TritonCTS Sinks: 48
  • Depth of the CTS H-tree: 2
  • Hold buffer count at cts: 0
  • Clk latency late pin: about 360 ps
  • Clock Pin Slew Worst Setup and Hold Paths: between 100 and 150 ps
  • Largest buffer count on any clock path: 2

GRT
  • Initial antenna violation count: 0
  • All-layer global routing usage: 12.5%
  • Largest net degree at the start of global routing: 25
  • First-pass GRT wire length: 3090 µm
  • Met3 usage in global routing: 7.76%
  • Vias in the first global route: between 600 and 700
  • Gr busiest metal: met1
  • GR met1 Demand/Resource: 22.1%
  • Grt ovf: 0
  • M2 GR Usage: between 10% and 20%

Hold path
  • Hold WC Path Type: in2reg

Flow run
  • Tool warnings: 27
  • Max-cap viol count: 0

Outcome
  • Status: finished with violations
  • Violated checks: negative setup slack

Routing
  • DR iter-0 viols: 8
  • Router iterations before antenna repair: 2
  • Drt total wl: roughly 2200 µm
  • Drt wl/cell: approximately 12 µm
  • # DRC: 0
  • # diodes: 0
  • Vias per std cell: 4.26
  • Antenna viol nets, final: 0
  • Total number of vias: 780

Final layout
  • Biggest regs: data_in x48
  • Final instance area: 0.00214 mm²
  • Top cell excl fill/tap: buf_2
  • Max reg flops: 48
  • Top reg by flops: data_in
  • Comb gates: 0
  • # fillers: 260
  • Top cells excl fill/tap: 49 x buf_2, 48 x edfxtp_1, 29 x buf_4, 5 x clkbuf_4, 3 x bufinv_16
  • Reg area: 0.00144 mm²
  • Layout cells sized above 1: 64.2%
  • Gate Area: 0 µm²
  • Fin util: 63.1%
  • P&R area growth vs syn: 48.4%

Power
  • Peak supply drop: 1.40 mV
  • Power, Total: 4210 µW
  • Power Density: between 1500 and 2000 mW/mm²
  • Static Leakage: 0.000890 µW
-- path summary, 6_finish.rpt --
kind                                 to  cells after the start             startpoint
setup / recovery            data_in[22]                      1  data_in[22]$_DFFE_PP_
hold / removal    data_in[24]$_DFFE_PP_                      2     master_chip_select
setup reg to reg  data_in[22]$_DFFE_PP_                      2  data_in[21]$_DFFE_PP_
hold reg to reg    data_in[4]$_DFFE_PP_                      0   data_in[3]$_DFFE_PP_
-- synthesized netlist by cell type, drive strengths merged --
library cell,number
edfxtp,48
-- metrics by stage --
stage | hold WS (ps) | std cells
after floorplan | 299 | 48
after global placement | 431 | 149
after detailed placement | 433 | 149
after CTS | 287 | 177
after global routing | 286 | 183
final | 299 | 183
-- routing by layer --
layer | up-vias | wire length (µm)
met5 | - | 0
met4 | 0 | 39
met3 | 5 | 283
met2 | 47 | 875
met1 | 359 | 1010
li1 | 369 | -
-- kinds of logic (layout without fill, tap and decap cells) --
kind of cell	after synthesis	count (layout)	synth area share, %
buffers and inverters	0	89	0
DFF	48	48	100
-- power by group --
part	leakage, µW	switching, µW	internal [µW]	total (µW)
Clock	0.0000654	575	1030	1600
Combinational	0.000355	65.8	151	217
Sequential	0.000470	45.3	2340	2390
-- area by class of cell --
cell class,instances,share of cell area (%)
clock buffer,5,1.75
clock inverter,3,4.21
timing repair buffer,81,24.0
tap,46,2.69
sequential,48,67.4
-- timing repair --
action | CTS | global route
buffers inserted | 20 | 6
gates resized | 144 | 0
pin swaps | 0 | 0
setup endpoints to repair | 48 | 48
Power is estimated from default activity; no workload was simulated.
